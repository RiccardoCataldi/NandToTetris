**/design/flow/run.sh**
```bash
#!/bin/bash
# OpenROAD 26Q1-2900-gdf79404cd8, Yosys 0.63+post, stock flow scripts
make -C /OpenROAD-flow-scripts/flow DESIGN_CONFIG=/design/flow/config.mk WORK_HOME=/design/flow/orfs finish
```
**/design/flow/constraint.sdc**
```tcl
current_design mux8way16

set clk_period 1.5
set clk_io_pct 0.2

create_clock -name clk0 -period $clk_period

set non_clock_inputs [all_inputs -no_clocks]
set_input_delay [expr $clk_period * $clk_io_pct] -clock clk0 $non_clock_inputs
set_output_delay [expr $clk_period * $clk_io_pct] -clock clk0 [all_outputs]
```
**/design/flow/config.mk**
```make
export PLATFORM = sky130hd
export DESIGN_NAME = mux8way16
export DESIGN_NICKNAME = mux8way16
export VERILOG_FILES = /design/flow/design.v
export SDC_FILE = /design/flow/constraint.sdc
export NUM_CORES = 4
export LEC_CHECK = 1
export CORE_AREA = 10 10 105 105
export DIE_AREA = 0 0 115 115
```
**/design/flow/design.v**
```verilog
module and2(input a, input b, output y);
  wire nand_out;
  nand2 u0 (.a(a), .b(b), .y(nand_out));
  not2 u1 (.a(nand_out), .y(y));   
endmodule
module mux16(input [15:0] a, input [15:0] b, input s, output [15:0] y);
    mux2_1 m0(.a(a[0]), .b(b[0]), .c(s), .y(y[0]));
    mux2_1 m1(.a(a[1]), .b(b[1]), .c(s), .y(y[1]));
    mux2_1 m2(.a(a[2]), .b(b[2]), .c(s), .y(y[2]));
    mux2_1 m3(.a(a[3]), .b(b[3]), .c(s), .y(y[3]));
    mux2_1 m4(.a(a[4]), .b(b[4]), .c(s), .y(y[4]));
    mux2_1 m5(.a(a[5]), .b(b[5]), .c(s), .y(y[5]));
    mux2_1 m6(.a(a[6]), .b(b[6]), .c(s), .y(y[6]));
    mux2_1 m7(.a(a[7]), .b(b[7]), .c(s), .y(y[7]));
    mux2_1 m8(.a(a[8]), .b(b[8]), .c(s), .y(y[8]));
    mux2_1 m9(.a(a[9]), .b(b[9]), .c(s), .y(y[9]));
    mux2_1 m10(.a(a[10]), .b(b[10]), .c(s), .y(y[10]));
    mux2_1 m11(.a(a[11]), .b(b[11]), .c(s), .y(y[11]));
    mux2_1 m12(.a(a[12]), .b(b[12]), .c(s), .y(y[12]));
    mux2_1 m13(.a(a[13]), .b(b[13]), .c(s), .y(y[13]));
    mux2_1 m14(.a(a[14]), .b(b[14]), .c(s), .y(y[14]));
    mux2_1 m15(.a(a[15]), .b(b[15]), .c(s), .y(y[15]));
endmodule
module mux2_1(input a, input b, input c, output y);
  wire notc, notb, n1, n2;  
  not2 u0(.a(c), .y(notc));         
  and2 u1(.a(a), .b(notc), .y(n1)); 
  and2 u2(.a(b), .b(c), .y(n2));
  or2  u3(.a(n1), .b(n2), .y(y));
endmodule
module mux8way16(
    input [15:0] a, b, c, d, e, f, g, h,
    input [2:0] sel,     
    output [15:0] out
);
    wire [15:0] q1, q2, q3, q4, r1, r2;
    mux16 m0(.a(a), .b(b), .s(sel[0]), .y(q1));   
    mux16 m1(.a(c), .b(d), .s(sel[0]), .y(q2));   
    mux16 m2(.a(e), .b(f), .s(sel[0]), .y(q3));   
    mux16 m3(.a(g), .b(h), .s(sel[0]), .y(q4));   
    mux16 m4(.a(q1), .b(q2), .s(sel[1]), .y(r1));  
    mux16 m5(.a(q3), .b(q4), .s(sel[1]), .y(r2));  
    mux16 m6(.a(r1), .b(r2), .s(sel[2]), .y(out));  
endmodule
module nand2(input a, input b, output y);
  assign y = ~(a & b);
endmodule
module not2(input a, output y);
  nand2 u0 (.a(a), .b(a), .y(y));   
endmodule
module or2(input a, input b, output y);
  wire na, nb;
  not2 u0 (.a(a), .y(na));
  not2 u1 (.a(b), .y(nb));
  nand2 u2 (.a(na), .b(nb), .y(y));  
endmodule
```
==> qor.log <==
qor: outcome.run_status finished with violations
qor: outcome.violations_in_the_final_reports setup timing
qor: run.cap_viol_max_count 0
qor: final_timing.setup_slack -0.281 ns
qor: finish.final_layout_size_suffix_gt1_share 38.0%
qor: finish.layout_top_cell_excl_fill_tap dlygate4sd2_1
qor: min_path.hold_path_end out[9]
qor: logic_synthesis.area_leaders mux4_1 (62%), mux2_2 (15%), buf_4 (10%)
qor: placement.place.gp.congestion 0.697
qor: floorplan.die_w 115 um
qor: finish.most-common-layout-cells dlygate4sd2_1 (129), mux4_2 (32), mux2_4 (16)
qor: power.cellLeakagePower 1.27 nW
qor: logic_synthesis.synthDistinctLibCells 8
qor: setup_path.timing.critical_path.fanout_max 7
qor: route.drt_first_iter_violations 22
qor: final_timing.timing_max_transition_violations_final 0
qor: route.detail_route.vias_per_cell 3.98
qor: route.drc_errors 0
qor: route.avgRoutedWirePerCell 20.3 um
qor: finish.clock_buffers 0
qor: grt.first_global_vias 1504
qor: floorplan.fp_util 13.6%
qor: power.intPower 547 uW
qor: final_timing.finalClockPeriodUsage 119%
qor: final_timing.timing.slew.headroom 85.1%
qor: logic_synthesis.yosysWarnings 0
qor: finish.numSequentialCells 0
qor: finish.layout.cells.non_filler 316
qor: final_timing.hold_viol 0
qor: logic_synthesis.ys_cells 73
qor: power.irDropWorstVdd 0.142 mV
qor: setup_path.criticalPathCategory in2out
qor: floorplan.top_level_ports 147
qor: grt.grt_start_max_net_pins 17
qor: finish.nFillCells 942
qor: route.antenna-diode-count 0
qor: floorplan.placeableCoreArea 8760 um2
qor: logic_synthesis.netlist.area_leader.share 61.8%
qor: floorplan.fp-row-count 34
qor: final_timing.finalSetupViolCount 16
qor: route.drtAntennaViolNets 0
qor: finish.post-route-util 30.9%
qor: final_timing.fmax 561 MHz
qor: placement.detailedPlacementHpwl 4920 um
qor: logic_synthesis.yosys_area 1190 um2
qor: logic_synthesis.post-synth-top-area-cell mux4_1
qor: power.share_seq_of_total_power 0%
qor: route.wl 6410 um
qor: grt.grt_antenna_before_repair 0
qor: final_timing.period_needed 1.78 ns
qor: route.drt-pass1-iter-count 2
qor: final_timing.max_slew.worst_pin.slew 0.223 ns
qor: min_path.holdCritStartpoint f[9]
qor: logic_synthesis.synth.avg_cell_area 16.3 um2
qor: setup_path.worstSetupStartpointType primary input
qor: final_timing.setup_repair_after_global_routing_missed_its_margin true
qor: grt.global_route.usage.total 9.27%
qor: floorplan.floorplan.die_area 13200 um2
qor: power.switching_share 24.9%
qor: placement.dp_worst_setup_slack -0.878 ns
qor: setup_path.critical_path.endpoint_type primary output
qor: min_path.worstHoldPathType in2out
qor: finish.ff_latch_area 0 um2
qor: grt.wire_length_of_the_first_global_routing_pass 9210 um
qor: logic_synthesis.synthCells 73
qor: placement.dp_cells 308
qor: grt.global_route.overflow_total 0
qor: logic_synthesis.synth_seq_share 0%
qor: power.p_per_area 269 nW/um2
qor: run.number_of_openroad_warnings 35
qor: floorplan.floorplan.die.height 115 um
qor: power.net-switching-power 181 uW
qor: placement.port-buffer-count 147
qor: finish.areaGrowthSynthToFinish 128%
qor: min_path.min_path_cells 4
qor: setup_path.critPathArrivalTime 1.48 ns
qor: logic_synthesis.syn-cell-area 1190 um2
qor: power.combinationalPowerShare 100.0%
qor: route.detailroute.via_count 1258
qor: setup_path.worst-endpoint-required 1.20 ns
qor: power.power.share.clock 0%
metal layers:
metal	wire length, um	global-route usage (%)
met5	0	0
met4	0	0
met3	672	3.38
met2	3190	16.0
met1	2550	11.6
worst max-delay path by stage:
stage       from  endpoint  depth (start not counted)
4_1_cts   sel[0]   out[13]                          5
5_1_grt   sel[0]   out[13]                          5
6_report  sel[0]   out[13]                          5
stage by stage:
stage	setup TNS (ns)	hold WS [ns]	instance area, um2	power [mW]
2_1_floorplan	-3.04	0.922	1140	0.339
3_3_place_gp	-13.70	1.62	2610	0.737
3_5_place_dp	-13.60	1.60	2610	0.741
4_1_cts	-4.37	1.21	2710	0.744
5_1_grt	-4.78	1.23	2710	0.783
6_report	-4.18	1.21	2710	0.729
repair_timing:
item,4_1_cts,5_1_grt
setup endpoints to repair,16,16
gates cloned,7,0
gates resized,220,1
buffers inserted,1,0
hold buffers,0,0
synthesized netlist by cell type:
library cell / count
mux4_1: 28
buf_4: 16
mux2_2: 16
buf_6: 4
mux4_2: 4
buf_1: 2
clkbuf_1: 2
clkbuf_2: 1
worst max-delay path: stages:
cell    delay, ns
buf_16       0.14
buf_12       0.14
mux4_2       0.51
mux2_4       0.27
buf_6        0.11
cells by family after synthesis:
| family | synth area share (%) |
|---|---|
| buffers and inverters | 15.5 |
| multiplexers | 84.5 |
cell type report:
class | count | area [um2] | share of cell area [%]
timing repair buffer | 160 | 1620 | 59.6
multi-input combinational | 48 | 961 | 35.4
tap | 108 | 135 | 4.98
power groups by stage:
stage                 Clock [mW]  Combinational [mW]  Sequential, mW
after CTS                      0               0.744               0
final                          0               0.729               0
after global routing           0               0.783               0
Power and IR drop assume default switching activity.
