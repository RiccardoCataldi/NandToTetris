$ cat /design/flow/config.mk
export PLATFORM = sky130hd
export DESIGN_NAME = inc16
export DESIGN_NICKNAME = inc16
export VERILOG_FILES = /design/flow/design.v
export SDC_FILE = /design/flow/constraint.sdc
export NUM_CORES = 4
export LEC_CHECK = 1
export CORE_AREA = 10 10 70 70
export DIE_AREA = 0 0 80 80
$ cat /design/flow/constraint.sdc
current_design inc16

set clk_period 4.5
set clk_io_pct 0.2

create_clock -name clk0 -period $clk_period

set non_clock_inputs [all_inputs -no_clocks]
set_input_delay [expr $clk_period * $clk_io_pct] -clock clk0 $non_clock_inputs
set_output_delay [expr $clk_period * $clk_io_pct] -clock clk0 [all_outputs]
$ cat /design/flow/run.sh
#!/bin/bash
# OpenROAD 26Q1-2900-gdf79404cd8, Yosys 0.63+post, stock flow scripts
make -C /OpenROAD-flow-scripts/flow DESIGN_CONFIG=/design/flow/config.mk WORK_HOME=/design/flow/orfs finish
$ cat /design/flow/design.v
module and2(input a, input b, output y);
  wire nand_out;
  nand2 u0 (.a(a), .b(b), .y(nand_out));
  not2 u1 (.a(nand_out), .y(y));   
endmodule
module nand2(input a, input b, output y);
  assign y = ~(a & b);
endmodule
module not2(input a, output y);
  nand2 u0 (.a(a), .b(a), .y(y));   
endmodule
module or2(input a, input b, output y);
  wire na, nb;
  not2 u0 (.a(a), .y(na));
  not2 u1 (.a(b), .y(nb));
  nand2 u2 (.a(na), .b(nb), .y(y));  
endmodule
module xor2(input a, input b, output y);
  wire nota, notb, n2, n4;   
  not2 u0(.a(a), .y(nota));          
  not2 u1(.a(b), .y(notb));          
  and2 u2(.a(nota), .b(b), .y(n2));  
  and2 u3(.a(a), .b(notb), .y(n4));  
  or2  u4(.a(n2), .b(n4), .y(y));    
endmodule
module add16(
    input [15:0] a,      
    input [15:0] b,      
    input cin,           
    output [15:0] sum,   
    output cout          
);
    wire [14:0] carry;   
    full_adder fa0 (.a(a[0]), .b(b[0]), .cin(cin), .sum(sum[0]), .cout(carry[0]));
    full_adder fa1  (.a(a[1]),  .b(b[1]),  .cin(carry[0]),  .sum(sum[1]),  .cout(carry[1]));
    full_adder fa2  (.a(a[2]),  .b(b[2]),  .cin(carry[1]),  .sum(sum[2]),  .cout(carry[2]));
    full_adder fa3  (.a(a[3]),  .b(b[3]),  .cin(carry[2]),  .sum(sum[3]),  .cout(carry[3]));
    full_adder fa4  (.a(a[4]),  .b(b[4]),  .cin(carry[3]),  .sum(sum[4]),  .cout(carry[4]));
    full_adder fa5  (.a(a[5]),  .b(b[5]),  .cin(carry[4]),  .sum(sum[5]),  .cout(carry[5]));
    full_adder fa6  (.a(a[6]),  .b(b[6]),  .cin(carry[5]),  .sum(sum[6]),  .cout(carry[6]));
    full_adder fa7  (.a(a[7]),  .b(b[7]),  .cin(carry[6]),  .sum(sum[7]),  .cout(carry[7]));
    full_adder fa8  (.a(a[8]),  .b(b[8]),  .cin(carry[7]),  .sum(sum[8]),  .cout(carry[8]));
    full_adder fa9  (.a(a[9]),  .b(b[9]),  .cin(carry[8]),  .sum(sum[9]),  .cout(carry[9]));
    full_adder fa10 (.a(a[10]), .b(b[10]), .cin(carry[9]),  .sum(sum[10]), .cout(carry[10]));
    full_adder fa11 (.a(a[11]), .b(b[11]), .cin(carry[10]), .sum(sum[11]), .cout(carry[11]));
    full_adder fa12 (.a(a[12]), .b(b[12]), .cin(carry[11]), .sum(sum[12]), .cout(carry[12]));
    full_adder fa13 (.a(a[13]), .b(b[13]), .cin(carry[12]), .sum(sum[13]), .cout(carry[13]));
    full_adder fa14 (.a(a[14]), .b(b[14]), .cin(carry[13]), .sum(sum[14]), .cout(carry[14]));
    full_adder fa15 (.a(a[15]), .b(b[15]), .cin(carry[14]), .sum(sum[15]), .cout(cout));
endmodule
module full_adder(input a, input b, input cin, output sum, output cout);
  wire s1, c1, c2;   
  half_adder ha1 (.a(a), .b(b), .s(s1), .c(c1));
  half_adder ha2 (.a(s1), .b(cin), .s(sum), .c(c2));
  or2 u0 (.a(c1), .b(c2), .y(cout));
endmodule
module half_adder(input a, input b, output s, output c);
  xor2 u0 (.a(a), .b(b), .y(s));
  and2 u1 (.a(a), .b(b), .y(c));
endmodule
module inc16(
    input [15:0] a,
    output [15:0] y
);
    wire cout_unused;  
    add16 add (
        .a(a), 
        .b(16'h0001),     
        .cin(1'b0),       
        .sum(y),          
        .cout(cout_unused)  
    );
endmodule
==> results.sh <==
# implementation run metrics
export IMPL_status="completed"
export IMPL_hold_path_end="y[0]"
export IMPL_start_kind="primary input"
export IMPL_cap_viol_max_count=0
export IMPL_synth_avg_cell_area_um2=9.619
export IMPL_core_um2=3416
export IMPL_ant_nets=0
export IMPL_final_area_um2=720.7
export IMPL_grt_pass1_vias=328
export IMPL_drive_gt1_frac=0.3333
export IMPL_drc_errors=0
export IMPL_slowest_delay_ps=200
export IMPL_p_seq_frac=0
export IMPL_grt_max_degree=3
export IMPL_nClkBuffers=0
export IMPL_hold_path_class="primary input to primary output"
export IMPL_die_w_um=80
export IMPL_finalMaxSlewViolations=0
export IMPL_setup_viol=0
export IMPL_finalCritPeriodShare=0.9803
export IMPL_crit_arrival_ps=3510
export IMPL_fill_cells=376
export IMPL_p_sw_mw=0.01098
export IMPL_yosysChipArea_um2=307.8
export IMPL_hp_start="a[0]"
export IMPL_io_buffers=32
export IMPL_report_power_total_mw=0.04158
export IMPL_io_pins=32
export IMPL_swShare=0.2640
export IMPL_fp_utilization=0.09011
export IMPL_critPathMostFrequentCell="ha_4"
export IMPL_syn2layout_area_growth_pct=134.1
export IMPL_hold_viol=0
export IMPL_post_route_min_period_ps=4411
export IMPL_yosysUniqueCellTypes=4
export IMPL_dieArea_um2=6400
export IMPL_utilization=0.2110
export IMPL_slowest_stage="ha_2"
export IMPL_crit_fanout=2
export IMPL_wirelength_um=1005
export IMPL_antenna_found_initial=0
export IMPL_yosys_cells=32
export IMPL_placed_cell_area_um2=565.5
export IMPL_ys_warn_count=0
export IMPL_slew_headroom=0.9145
export IMPL_crit_chain="clkdlybuf4s15_1 -> ha_2 -> ha_4 -> ha_4 -> ha_4 -> ha_4 -> ha_4 -> ha_4 -> ha_4 -> ha_4 -> ha_4 -> ha_4 -> ha_4 -> ha_4 -> ha_4 -> xor2_1 -> buf_2"
export IMPL_min_path_cells=3
export IMPL_wl_per_cell_um=10.69
export IMPL_drt_iter0_drc=2
export IMPL_grt_pass1_wl_um=1559
export IMPL_rsz0062_at_grt="no"
export IMPL_fp_row_count=21
export IMPL_worstMarginPinSlew_ps=127.8
export IMPL_power_density_nw_per_um2=57.69
export IMPL_power_internal_mw=0.03060
export IMPL_antenna_cells=0
export IMPL_syn_inst=32
export IMPL_ctsHoldBuffers=0
export IMPL_gp_congestion=0.7878
export IMPL_ff_count=0
export IMPL_die_h_um=80
export IMPL_clock_fmax_mhz=226.7
export IMPL_logic_area_um2=349.1
export IMPL_p_leak_nw=0.2592
export IMPL_clockPowerShare=0
export IMPL_vias=265
export IMPL_critPathKind="primary input to primary output"
export IMPL_drtPass1Iterations=2
export IMPL_synth_cell_area_um2=307.8
export IMPL_yosysSeqAreaShare=0
export IMPL_tool_warnings=35
export IMPL_finalSetupTns_ps=0
export IMPL_viasPerCell=2.819
export IMPL_crit_required_ps=3600
export IMPL_cp_end_kind="primary output"
export IMPL_comb_power_share=1.000
export IMPL_grt_ovfl_total=0
export IMPL_regArea_um2=0
export IMPL_track_usage=0.02979
export IMPL_vdd_ir_drop_max_uv=25.54
critical path: cells and delay by family:
family	cells	cell delay (ps)
adders and majority gates	14	2170
xor gates and xnor gates	1	130
buffers and inverters	2	290
logic make-up (layout without fill, tap and decap cells):
kind of cell  after synthesis  after routing  share of synthesized area
xor+xnor                    1              1                    0.02846
fa+ha+maj                  14             14                     0.5691
buf+inv                    17             33                     0.4024
power groups by stage:
stage         Combinational (mW)  Sequential [mW]  Clock, mW
CTS                       0.0425                0          0
finish                    0.0416                0          0
global route              0.0468                0          0
routing by layer:
layer	up-vias	routed length, µm	track usage	part of all wire
met5	-	0	0	0
li1	125	-	-	-
met3	0	253	0.02500	0.25
met2	31	269	0.03451	0.27
met1	109	482	0.04219	0.48
met4	0	0	0	0
cells in the final DEF (no fill, tap or decap):
cell type	synthesis	routed
buf_2	0	2
clkdlybuf4s15_1	0	2
clkdlybuf4s50_1	0	25
dlygate4sd2_1	0	2
dlymetal6s2s_1	0	1
ha_2	0	1
ha_4	0	13
inv_1	1	1
xor2_1	1	1
worst max-delay path by stage:
stage / startpoint / end / slack [ps] / depth (start not counted)
after global routing: a[0] / y[15] / 20 / 17
after CTS: a[1] / y[12] / 0.03 / 14
final: a[0] / y[15] / 90 / 17
what timing repair did:
item,in CTS,in global routing
pin swaps,11,10
buffers inserted,0,0
gates resized,38,2
endpoints found under the setup margin,6,3
synth_stat cells:
| library cell | number | share of area |
|---|---|---|
| buf_4 | 16 | 0.39 |
| ha_1 | 14 | 0.57 |
| inv_1 | 1 | 0.012 |
| xor2_1 | 1 | 0.028 |
per-stage QoR:
step / setup WS [ps] / std cells / hold WS [ps]
CTS: 0.02820 / 94 / 2446
floorplan: 27.40 / 32 / 1907
global placement: -887.7 / 94 / 2732
global route: 17.47 / 94 / 2474
detailed placement: -934.1 / 94 / 2742
finish: 88.80 / 94 / 2436
cell type report:
class	instances	share of cell area
Tap cell	46	0.07986
Inverter	1	0.005208
Multi-Input combinational cell	15	0.4844
Timing Repair Buffer	32	0.4306
Power figures rest on the tool's default switching activity, not on a simulated workload.
