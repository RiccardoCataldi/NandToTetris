--- flow/design.v ---
module and16(input [15:0] a, input [15:0] b, output [15:0] out);
    and2 n0(.a(a[0]), .b(b[0]), .y(out[0]));
    and2 n1(.a(a[1]), .b(b[1]), .y(out[1]));
    and2 n2(.a(a[2]), .b(b[2]), .y(out[2]));
    and2 n3(.a(a[3]), .b(b[3]), .y(out[3]));
    and2 n4(.a(a[4]), .b(b[4]), .y(out[4]));
    and2 n5(.a(a[5]), .b(b[5]), .y(out[5]));
    and2 n6(.a(a[6]), .b(b[6]), .y(out[6]));
    and2 n7(.a(a[7]), .b(b[7]), .y(out[7]));
    and2 n8(.a(a[8]), .b(b[8]), .y(out[8]));
    and2 n9(.a(a[9]), .b(b[9]), .y(out[9]));
    and2 n10(.a(a[10]), .b(b[10]), .y(out[10]));
    and2 n11(.a(a[11]), .b(b[11]), .y(out[11]));
    and2 n12(.a(a[12]), .b(b[12]), .y(out[12]));
    and2 n13(.a(a[13]), .b(b[13]), .y(out[13]));
    and2 n14(.a(a[14]), .b(b[14]), .y(out[14]));
    and2 n15(.a(a[15]), .b(b[15]), .y(out[15]));
endmodule
module and2(input a, input b, output y);
  wire nand_out;
  nand2 u0 (.a(a), .b(b), .y(nand_out));
  not2 u1 (.a(nand_out), .y(y));   
endmodule
module mux16(input [15:0] a, input [15:0] b, input s, output [15:0] y);
    mux2_1 m0(.a(a[0]), .b(b[0]), .c(s), .y(y[0]));
    mux2_1 m1(.a(a[1]), .b(b[1]), .c(s), .y(y[1]));
    mux2_1 m2(.a(a[2]), .b(b[2]), .c(s), .y(y[2]));
    mux2_1 m3(.a(a[3]), .b(b[3]), .c(s), .y(y[3]));
    mux2_1 m4(.a(a[4]), .b(b[4]), .c(s), .y(y[4]));
    mux2_1 m5(.a(a[5]), .b(b[5]), .c(s), .y(y[5]));
    mux2_1 m6(.a(a[6]), .b(b[6]), .c(s), .y(y[6]));
    mux2_1 m7(.a(a[7]), .b(b[7]), .c(s), .y(y[7]));
    mux2_1 m8(.a(a[8]), .b(b[8]), .c(s), .y(y[8]));
    mux2_1 m9(.a(a[9]), .b(b[9]), .c(s), .y(y[9]));
    mux2_1 m10(.a(a[10]), .b(b[10]), .c(s), .y(y[10]));
    mux2_1 m11(.a(a[11]), .b(b[11]), .c(s), .y(y[11]));
    mux2_1 m12(.a(a[12]), .b(b[12]), .c(s), .y(y[12]));
    mux2_1 m13(.a(a[13]), .b(b[13]), .c(s), .y(y[13]));
    mux2_1 m14(.a(a[14]), .b(b[14]), .c(s), .y(y[14]));
    mux2_1 m15(.a(a[15]), .b(b[15]), .c(s), .y(y[15]));
endmodule
module mux2_1(input a, input b, input c, output y);
  wire notc, notb, n1, n2;  
  not2 u0(.a(c), .y(notc));         
  and2 u1(.a(a), .b(notc), .y(n1)); 
  and2 u2(.a(b), .b(c), .y(n2));
  or2  u3(.a(n1), .b(n2), .y(y));
endmodule
module nand2(input a, input b, output y);
  assign y = ~(a & b);
endmodule
module not16(input [15:0] in, output [15:0] out);
    not2 n0(.a(in[0]), .y(out[0]));
    not2 n1(.a(in[1]), .y(out[1]));
    not2 n2(.a(in[2]), .y(out[2]));
    not2 n3(.a(in[3]), .y(out[3]));
    not2 n4(.a(in[4]), .y(out[4]));
    not2 n5(.a(in[5]), .y(out[5]));
    not2 n6(.a(in[6]), .y(out[6]));
    not2 n7(.a(in[7]), .y(out[7]));
    not2 n8(.a(in[8]), .y(out[8]));
    not2 n9(.a(in[9]), .y(out[9]));
    not2 n10(.a(in[10]), .y(out[10]));
    not2 n11(.a(in[11]), .y(out[11]));
    not2 n12(.a(in[12]), .y(out[12]));
    not2 n13(.a(in[13]), .y(out[13]));
    not2 n14(.a(in[14]), .y(out[14]));
    not2 n15(.a(in[15]), .y(out[15]));
endmodule
module not2(input a, output y);
  nand2 u0 (.a(a), .b(a), .y(y));   
endmodule
module or2(input a, input b, output y);
  wire na, nb;
  not2 u0 (.a(a), .y(na));
  not2 u1 (.a(b), .y(nb));
  nand2 u2 (.a(na), .b(nb), .y(y));  
endmodule
module or8way(input [7:0] in, output out);
    wire w1, w2, w3, w4, w5, w6;
    or2 g0(.a(in[0]), .b(in[1]), .y(w1));
    or2 g1(.a(in[2]), .b(in[3]), .y(w2));
    or2 g2(.a(in[4]), .b(in[5]), .y(w3));
    or2 g3(.a(in[6]), .b(in[7]), .y(w4));
    or2 g4(.a(w1), .b(w2), .y(w5));
    or2 g5(.a(w3), .b(w4), .y(w6));
    or2 g6(.a(w5), .b(w6), .y(out));
endmodule
module xor2(input a, input b, output y);
  wire nota, notb, n2, n4;   
  not2 u0(.a(a), .y(nota));          
  not2 u1(.a(b), .y(notb));          
  and2 u2(.a(nota), .b(b), .y(n2));  
  and2 u3(.a(a), .b(notb), .y(n4));  
  or2  u4(.a(n2), .b(n4), .y(y));    
endmodule
module add16(
    input [15:0] a,      
    input [15:0] b,      
    input cin,           
    output [15:0] sum,   
    output cout          
);
    wire [14:0] carry;   
    full_adder fa0 (.a(a[0]), .b(b[0]), .cin(cin), .sum(sum[0]), .cout(carry[0]));
    full_adder fa1  (.a(a[1]),  .b(b[1]),  .cin(carry[0]),  .sum(sum[1]),  .cout(carry[1]));
    full_adder fa2  (.a(a[2]),  .b(b[2]),  .cin(carry[1]),  .sum(sum[2]),  .cout(carry[2]));
    full_adder fa3  (.a(a[3]),  .b(b[3]),  .cin(carry[2]),  .sum(sum[3]),  .cout(carry[3]));
    full_adder fa4  (.a(a[4]),  .b(b[4]),  .cin(carry[3]),  .sum(sum[4]),  .cout(carry[4]));
    full_adder fa5  (.a(a[5]),  .b(b[5]),  .cin(carry[4]),  .sum(sum[5]),  .cout(carry[5]));
    full_adder fa6  (.a(a[6]),  .b(b[6]),  .cin(carry[5]),  .sum(sum[6]),  .cout(carry[6]));
    full_adder fa7  (.a(a[7]),  .b(b[7]),  .cin(carry[6]),  .sum(sum[7]),  .cout(carry[7]));
    full_adder fa8  (.a(a[8]),  .b(b[8]),  .cin(carry[7]),  .sum(sum[8]),  .cout(carry[8]));
    full_adder fa9  (.a(a[9]),  .b(b[9]),  .cin(carry[8]),  .sum(sum[9]),  .cout(carry[9]));
    full_adder fa10 (.a(a[10]), .b(b[10]), .cin(carry[9]),  .sum(sum[10]), .cout(carry[10]));
    full_adder fa11 (.a(a[11]), .b(b[11]), .cin(carry[10]), .sum(sum[11]), .cout(carry[11]));
    full_adder fa12 (.a(a[12]), .b(b[12]), .cin(carry[11]), .sum(sum[12]), .cout(carry[12]));
    full_adder fa13 (.a(a[13]), .b(b[13]), .cin(carry[12]), .sum(sum[13]), .cout(carry[13]));
    full_adder fa14 (.a(a[14]), .b(b[14]), .cin(carry[13]), .sum(sum[14]), .cout(carry[14]));
    full_adder fa15 (.a(a[15]), .b(b[15]), .cin(carry[14]), .sum(sum[15]), .cout(cout));
endmodule
module alu(input [15:0] x, input [15:0] y, input zx,input nx,input zy,input ny,input f,input no,output [15:0] out, output zr,output ng);
    wire [15:0] w1,w2,w3;
    wire [15:0] w4,w5,w6;
    wire [15:0] w7,w8,w9,w10,w11;
    wire cout_unused;  
    wire or_low, or_high, or_total;   
    mux16 m1(.a(x), .b(16'b0), .s(zx), .y(w1));         
    not16 n1(.in(w1), .out(w2));                         
    mux16 m2(.a(w1), .b(w2), .s(nx), .y(w3));           
    mux16 m3(.a(y), .b(16'b0), .s(zy), .y(w4));         
    not16 n2(.in(w4), .out(w5));                         
    mux16 m4(.a(w4), .b(w5), .s(ny), .y(w6));           
    add16 a1(.a(w3), .b(w6), .cin(1'b0), .sum(w7), .cout(cout_unused));  
    and16 and1(.a(w3), .b(w6), .out(w8));               
    mux16 m5(.a(w8), .b(w7), .s(f), .y(w9));           
    not16 n3(.in(w9), .out(w10));                        
    mux16 m6(.a(w9), .b(w10), .s(no), .y(w11));        
    assign out = w11;
    or8way or_low_inst(.in(w11[7:0]), .out(or_low));    
    or8way or_high_inst(.in(w11[15:8]), .out(or_high));  
    or2 or_final(.a(or_low), .b(or_high), .y(or_total));  
    not2 not_zr(.a(or_total), .y(zr));                  
    assign ng = w11[15];
endmodule
module full_adder(input a, input b, input cin, output sum, output cout);
  wire s1, c1, c2;   
  half_adder ha1 (.a(a), .b(b), .s(s1), .c(c1));
  half_adder ha2 (.a(s1), .b(cin), .s(sum), .c(c2));
  or2 u0 (.a(c1), .b(c2), .y(cout));
endmodule
module half_adder(input a, input b, output s, output c);
  xor2 u0 (.a(a), .b(b), .y(s));
  and2 u1 (.a(a), .b(b), .y(c));
endmodule
--- flow/run.sh ---
#!/bin/bash
# OpenROAD 26Q1-2900-gdf79404cd8, Yosys 0.63+post, stock flow scripts
make -C /OpenROAD-flow-scripts/flow DESIGN_CONFIG=/design/flow/config.mk WORK_HOME=/design/flow/orfs finish
--- flow/config.mk ---
export PLATFORM = sky130hd
export DESIGN_NAME = alu
export DESIGN_NICKNAME = alu
export VERILOG_FILES = /design/flow/design.v
export SDC_FILE = /design/flow/constraint.sdc
export NUM_CORES = 4
export LEC_CHECK = 1
export CORE_AREA = 10 10 107 107
export DIE_AREA = 0 0 117 117
--- flow/constraint.sdc ---
current_design alu

set clk_period 15.7
set clk_io_pct 0.2

create_clock -name clk0 -period $clk_period

set non_clock_inputs [all_inputs -no_clocks]
set_input_delay [expr $clk_period * $clk_io_pct] -clock clk0 $non_clock_inputs
set_output_delay [expr $clk_period * $clk_io_pct] -clock clk0 [all_outputs]
==> impl_metrics.toml <==
# flow metrics
[status]
run_status = "finished clean"

[placement]
buffer_ports.inserted = 56
place_worst_setup_slack_ns = 1.06
half_perimeter_wire_length_after_detailed_placement_mm = 4.21
routability_congestion_estimate_from_global_placement = 0.862

[setup_path]
worst_ep_required_time_ns = 12.56
critPathMaxFanout = 16
cpMostUsedCell = "sky130_fd_sc_hd__fa_1"
timing.critical_path.from_type = "input port"
setup.worst_path.class = "input port to output port"
cp_data_arrival_time_ns = 11.41
crit_start = "zx"
endpoint_kind = "output port"
crit_cells = 25
crit_path_buf_inv_count = 4
critPathMaxStageDelay_ns = 0.63
worst_path_top_cell_family_by_delay = "adder cells"
endpoint = "zr"
worst_path_max_delay_cell = "sky130_fd_sc_hd__clkdlybuf4s50_1"

[synthesis]
ys_types = 31
area_leaders = "sky130_fd_sc_hd__xnor2_1 (23%), sky130_fd_sc_hd__fa_1 (15%), sky130_fd_sc_hd__ha_1 (11%)"
netlist_top_cells_count = "sky130_fd_sc_hd__xnor2_1 (48), sky130_fd_sc_hd__inv_1 (40), sky130_fd_sc_hd__nand2b_1 (32)"
synth_dominant_cell_count = "sky130_fd_sc_hd__xnor2_1"
synth_cells = 230
mappedNetlistArea_sq_mm = 0.00181
synth.yosys.seq_area_share = 0
netlist.top_cell.by_area = "sky130_fd_sc_hd__xnor2_1"
ys_area_sq_mm = 0.00181
synth_stat.cells = 230
yosys_warnings = 0
area_leader_share = 0.232
syn-mean-instance-area_sq_um = 7.88

[detailed_routing]
firstDrtPassIters = 4
num_antenna_cells = 0
drc_errors = 0
route.final.wire_length_mm = 4.59
via_per_inst = 3.75
detailroute.via_count = 1400
drtIter0Drc = 39
post_drt_wl_per_cell_um = 12.3
ant_nets = 0

[final_layout]
drive_gt1_frac = 0.0229
postLayoutCoreUtil = 0.256
design.seq.count = 0
clock_buffers = 0
combined_flip_flop_and_latch_cell_area_sq_um = 0
synthToLayoutAreaGrowth_pct = 29.7

[timing]
unrepaired_setup_endpoints_after_global_routing = "no"
finalHoldWorstSlack_ns = 7.52
fmax_ghz = 0.0687
layout_setup_ws_ns = 1.15
maxSlewHeadroom = 0.708
setup_violations = 0
layout_min_cycle_time_ns = 14.55
finalHoldViolations = 0
finalSetupTns_ns = 0
finalCritPeriodShare = 0.927
tightestPinTransition_ns = 0.436
finalMaxSlewViolations = 0

[floorplan]
fp.dieH_um = 117
io_pins = 56
initial_utilization = 0.197
design.core.area_sq_mm = 0.00920
num_rows = 35
floorplan.die_area_sq_mm = 0.0137
floorplan.die.width_um = 117

[grt]
grt_overflow_total = 0
grt_pass1_vias = 1501
first_pass_grt_wire_length_mm = 7.45
initial_antenna_violation_count = 0
largest_net_degree_at_the_start_of_global_routing = 33
grt_use_total = 0.0679

[power_and_ir_drop]
power.density_mw_per_mm2 = 52.2
power.total_w = 0.000123
static-leakage-power_nw = 0.999
power.ir.vdd_worst_mv = 0.0109

[job]
cap_viol_max_count = 0
total_tool_warning_count = 46

[clock_tree]
cts_hold_buf = 0
cts-resized-gates = 0
post-cts-setup-buffers = 0

[worst_hold_path]
worstHoldPathType = "input port to output port"
-- worst min path at each step --
stage / to / depth (start not counted) / start / slack, ns
4_1_cts: out[5] / 4 / no / 7.54
5_1_grt: out[1] / 4 / no / 7.59
6_report: out[1] / 4 / no / 7.52
-- kinds of logic (layout without fill, tap and decap cells) --
group | after synthesis | count (layout) | share of synthesized area
mux | 12 | 12 | 0.0663
buf+inv | 68 | 100 | 0.189
fa+ha+maj | 30 | 30 | 0.265
compound gates | 13 | 13 | 0.0421
simple gates | 58 | 58 | 0.201
xor+xnor | 49 | 49 | 0.237
-- routing by layer --
metal  wire (um)  vias to the layer above  share of wire  track usage
li1            -                      752              -            -
met1        2070                      620           0.45       0.0883
met2        2300                       28           0.50        0.123
met3         224                        0          0.049       0.0108
met4           0                        0              0            0
met5           0                        -              0            0
-- final cells by class --
| class | count | area (sq um) |
|---|---|---|
| inverter | 40 | 150 |
| timing repair buffer | 60 | 591 |
| tap | 111 | 139 |
| multi-input combinational | 162 | 1470 |
| fill | 985 | 6850 |
-- through the flow --
step | cells | area (sq um)
floorplan | 230 | 1810
global route | 373 | 2350
detailed placement | 373 | 2350
finish | 373 | 2350
global placement | 373 | 2350
CTS | 373 | 2350
-- power breakdown --
group          total, W  internal [W]  switching, W  leakage [nW]
combinational  0.000123     0.0000697     0.0000530         0.999
clock                 0             0             0             0
sequential            0             0             0             0
-- cells in the final DEF (no fill, tap or decap), drive strengths merged --
cell type | Yosys | layout
a21oi | 1 | 1
o41ai | 1 | 1
fa | 14 | 14
a22oi | 1 | 1
nor4b | 1 | 1
xnor2 | 48 | 48
clkdlybuf4s50 | 0 | 56
o311ai | 1 | 1
o21ai | 8 | 8
inv | 40 | 40
mux2i | 12 | 12
or4 | 2 | 2
nand4 | 1 | 1
nor4 | 1 | 1
nand4b | 1 | 1
buf | 25 | 4
nand2 | 4 | 4
and4b | 1 | 1
a31oi | 1 | 1
xor2 | 1 | 1
ha | 16 | 16
nor3 | 3 | 3
or3 | 2 | 2
nand3 | 6 | 6
and3 | 3 | 3
nand2b | 32 | 32
nor4bb | 1 | 1
Power figures rest on the tool's default switching activity, not on a simulated workload.
